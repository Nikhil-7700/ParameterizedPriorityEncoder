==> flow/design.v <==
module priority_encoder #(
	parameter DATA_LEN = 8,
	parameter RESULT_LEN = 3
	)(
	input wire 							rst,
	input wire 							clk,
	input wire 							dut_start,
	output wire 						dut_ready,
	output wire							dut_done,
	input wire [DATA_LEN-1:0]			data_in,
	output wire [RESULT_LEN-1:0]		result,
	output wire 						zero_f
	);
	reg							dut_start_r;
	reg 						dut_ready_r;
	reg 						dut_done_r;
	reg [DATA_LEN-1:0]			data_in_r;
	reg [RESULT_LEN-1:0]		result_r;
	reg 						zero_f_r;	
	reg [DATA_LEN-1:0] data;
	reg [RESULT_LEN-1:0] count;
	reg MSB_check = 0;
	reg eval = 0;
	parameter [2:0]
		S0 = 2'b00,
		S1 = 2'b01,
		S2 = 2'b10,
		S3 = 2'b11;
	reg [2:0] current_state, next_state;
	always @(posedge clk) begin
		if (!rst) current_state <= S0;
		else begin 
			current_state <= next_state;
			dut_start_r <= dut_start;
			data_in_r <= data_in;
		end
	end
	always @(*) begin
		case (current_state)
			S0: begin
					data <= 0;
					count <= 0;
					dut_done_r <= 0;
					dut_ready_r <= 1;
					MSB_check <= 0;
					result_r <= 'x;
					zero_f_r <= 0;
					if (dut_start_r) next_state <= S1;
					else next_state <= S0;
				end
			S1: begin
					data <= data_in_r;
					count <= DATA_LEN-1;
					dut_done_r <= 0;
					dut_ready_r <= 0;
					next_state <= S2;
				end
			S2: begin
					dut_done_r <= 0;
					dut_ready_r <= 0;
					if (data[count]) begin
						next_state <= S3;
						eval <= 0;
					end
					else if (count == 0) begin
						next_state <= S3;
						eval <= 0;
						zero_f_r <= 1;
					end
					else begin
						next_state <= S2;
						eval <= 1;
					end
				end
			S3: begin
					MSB_check <= 0;
					eval <= 0;
					if (!zero_f_r) result_r <= count;
					dut_done_r <= 1;
					dut_ready_r <= 0;
					next_state <= S0;
				end
		endcase
	end
	always @(posedge clk) begin
		if (data[count]) MSB_check <= 1;
		if (!MSB_check && eval) count <= count - 1;
	end
	assign result = result_r;
	assign dut_done = dut_done_r;
	assign dut_ready = dut_ready_r;
	assign zero_f = zero_f_r;
endmodule
==> flow/run.sh <==
#!/bin/bash
# OpenROAD 26Q1-2900-gdf79404cd8, Yosys 0.63+post, stock flow scripts
make -C /OpenROAD-flow-scripts/flow DESIGN_CONFIG=/design/flow/config.mk WORK_HOME=/design/flow/orfs finish
==> flow/config.mk <==
export PLATFORM = sky130hd
export DESIGN_NAME = priority_encoder
export DESIGN_NICKNAME = priority_encoder
export VERILOG_FILES = /design/flow/design.v
export SDC_FILE = /design/flow/constraint.sdc
export NUM_CORES = 4
export LEC_CHECK = 1
export CORE_AREA = 10 10 70 70
export DIE_AREA = 0 0 80 80
==> flow/constraint.sdc <==
current_design priority_encoder

set clk_period 2.3
set clk_io_pct 0.2

create_clock -name clk0 -period $clk_period [get_ports {clk}]

set non_clock_inputs [all_inputs -no_clocks]
set_input_delay [expr $clk_period * $clk_io_pct] -clock clk0 $non_clock_inputs
set_output_delay [expr $clk_period * $clk_io_pct] -clock clk0 [all_outputs]
==> flow_metrics.rpt <==
RUN METRICS
----------------------------------------------------
[Global route]
  Global-route total usage across every layer ........................ 1.769%
  Number of global-route vias before repair ........................ 217
  First-pass GRT wire length ........................ 869 um
  Number of antenna violations at the first check in global routing ........................ 0
  Overall overflow remaining after global route ........................ 0
  Maximum number of pins on one net before global-route repair ........................ 5

[Floorplan]
  I/O pin cnt ........................ 17
  Die width ........................ 80 um
  Placeable core area ........................ 3416 sq um
  Die height ........................ 80 um
  Total die size ........................ 6400 sq um
  Effective utilization at floorplan ........................ 9.524%
  Number of standard-cell rows in the floorplan ........................ 21

[STA]
  Number of register pins that no clock reaches ........................ 6
  Setup repair after global routing missed its margin ........................ false
  Final total negative setup slack ........................ 0 ns
  Total count of hold-check failures in the final report ........................ 0
  Endpoints left unconstrained ........................ 7
  Max Slew Vio Count ........................ 0
  Setup Viol. Count Final ........................ 0
  Period minus WS final ........................ 2.145 ns
  Final worst path period share ........................ 93.28%
  Fmax ........................ 466.1 MHz

[Logic synthesis]
  Mapped Avg Cell Area ........................ 11.22 sq um
  Cell area after synthesis ........................ 325.3 sq um
  Share of async-settable or async-resettable flops after synthesis ........................ 0%
  Number of enable flip-flop cells ........................ 2
  Number of instances in the synthesized netlist ........................ 29
  Cell types with the highest counts after synthesis ........................ sky130_fd_sc_hd__dlxtn_1 (5), sky130_fd_sc_hd__ha_1 (5), sky130_fd_sc_hd__and2_1 (3), sky130_fd_sc_hd__buf_4 (3)
  Yosys cell count ........................ 29
  Synth warnings ........................ 8
  Chip area estimate from yosys synthesis ........................ 325.3 sq um
  Library cells used by synthesis ........................ 12
  Synth Flop Type ........................ sky130_fd_sc_hd__dlxtn_1
  Fraction of post-synthesis cell area in the top cell type by area ........................ 23.08%
  Ranking of synthesized cells by area ........................ sky130_fd_sc_hd__dlxtn_1 (23%), sky130_fd_sc_hd__ha_1 (19%), sky130_fd_sc_hd__edfxtp_1 (18%)
  Leading area contributor after synthesis ........................ sky130_fd_sc_hd__dlxtn_1
  Number of synthesized register bits ........................ 10

[Power]
  Leakage dissipation ........................ 0.0002005 uW
  Clock power frac ........................ 47.0%
  Sequential cell fraction of total power ........................ 44.6%
  PwrDens ........................ 430.7 nW/um^2
  Net Switching ........................ 38.35 uW
  Design internal power ........................ 162.1 uW
  Portion of total power attributed to combinational logic ........................ 8.4%
  Net Sw Frac ........................ 19.13%
  VDD IR max ........................ 281.4 uV

[Route]
  Detail Route Antenna Nets ........................ 0
  Vias/cell ........................ 2.184
  Count of inserted antenna diode cells ........................ 0
  DRC viols ........................ 0
  Total Wirelength ........................ 507 um
  Number of DRC violations after detailed-routing iteration 0 ........................ 1
  WL met2 ........................ 183 um
  Routed len/inst ........................ 5.828 um
  Met1 Wirelength ........................ 242 um
  Via count of the routed design ........................ 190
  Amount of wire on met3 after detailed routing ........................ 80 um
  Length of the first detailed-routing pass in iterations ........................ 2
  Top routing layer in use ........................ met3

[Worst hold path]
  Worst min-delay path category ........................ in -> reg
  Source of the worst hold timing path ........................ dut_start
  Hold depth ........................ 1
  End point of the most critical hold path ........................ dut_start_r$_DFFE_PP_

[Placed design]
  Placed cell count ........................ 83
  Placed instance area ........................ 439.2 sq um
  Routability Congestion ........................ 0.7196
  Count of port buffers added during placement ........................ 6
  Post-detail-place hpwl ........................ 433 um

[Critical path]
  Kind of critical path ........................ reg -> out
  R2R Path Start ........................ current_state[0]$_SDFF_PN0_
  Element type at the critical path end ........................ output pin
  Worst endpoint data arrival time ........................ 1.69 ns
  Crit path required time ........................ 1.84 ns
  Worst-case register-to-register setup slack ........................ 0.99 ns
  R2r worst-path depth ........................ 5
  Capturing point of the worst reg2reg path ........................ current_state[0]$_SDFF_PN0_
  Largest fanout of any net on the critical path ........................ 4
  Element type at the critical path start ........................ flop

[Job]
  Stage-log warning count ........................ 36
  Max Cap Viol ........................ 0

[Outcome]
  Result of the run ........................ complete, no violations

[Cells and area]
  Post-route cell area ........................ 465.4 sq um
  Filler cells ........................ 398
  Post-Layout Cell Count ........................ 87
  Share of post-route cells with drive strength above 1 ........................ 7.317%
  Area added between synthesis and finish ........................ 43.08%
  Final core utilization ........................ 13.63%

[Clock network]
  CTS root buf ........................ sky130_fd_sc_hd__clkbuf_4
  Hold-fix buffers, CTS ........................ 0
  Clock-pin slew on the worst setup and hold paths ........................ 0.04 ns
  Buffers from clock root to sink, at most ........................ 2
  Post-CTS Setup Inserts ........................ 0
  Number of buffers added by the clock tree synthesis step ........................ 3
  Number of gates given a new drive strength after cts ........................ 0
  TritonCTS clock tree ........................ done
  CTS HTree Levels ........................ 1

----------------------------------------------------
routing by layer:
layer / GRT usage [%] / vias to the layer above
li1: - / 100
met1: 2.092 / 80
met2: 2.247 / 10
met3: 1.818 / 0
met4: 0.1761 / 0
met5: 0 / -
sequential cells by signal (all words and copies together), names as in the netlist:
register / cells
current_state: 2
next_state: 2
data: 1
data_in_r: 1
dut_done_r: 1
dut_ready_r: 1
dut_start_r: 1
zero_f_r: 1
worst max path at each step:
stage,endpoint,cells past startpoint,from
4_1_cts,dut_ready,4,current_state[0]$_SDFF_PN0_
6_report,dut_ready,4,current_state[0]$_SDFF_PN0_
5_1_grt,dut_ready,4,current_state[1]$_SDFF_PN0_
power by group through the flow:
stage,combinational [uW],sequential (uW),clock (uW)
6_report,16.8,89.4,94.3
5_1_grt,19.8,90.3,109
4_1_cts,17.7,89.4,99.7
layout by cell type (no fill, tap or decap), drive strengths merged, types with 2 or more instances in the layout:
master	instances
and2	3
clkbuf	4
clkdlybuf4s50	6
conb	7
dfxtp	2
dlxtn	5
edfxtp	2
ha	5
inv	2
nand2	2
final cells by class:
class                           count  area (sq um)  area share (%)
Sequential cell                    10         190.2           40.86
Timing Repair Buffer                6         60.06           12.90
Tap cell                           46         57.56           12.37
Clock buffer                        4         26.28           5.645
Multi-Input combinational cell     19         123.9           26.61
Inverter                            2         7.507           1.613
worst max-delay path: stages, from the launching register on:
cell and delay (ns):
sky130_fd_sc_hd__dfxtp_1 0.32, sky130_fd_sc_hd__inv_1 0.10, sky130_fd_sc_hd__ha_1 0.23, sky130_fd_sc_hd__dlxtn_1 0.35, sky130_fd_sc_hd__clkdlybuf4s50_1 0.46
stage by stage:
| step | hold slack (ns) | total power (uW) | worst slack (ns) |
|---|---|---|---|
| floorplan | 0.5589 | 100.4 | 0.9431 |
| global placement | 1.020 | 106.9 | 0.4011 |
| detailed placement | 1.019 | 108.1 | 0.3701 |
| CTS | 0.7682 | 206.8 | 0.1182 |
| global route | 0.7585 | 219.4 | 0.009873 |
| finish | 0.7777 | 200.4 | 0.1546 |
kinds of logic (layout without fill, tap and decap cells):
kind of cell / Yosys count / in the layout / synth area share [%]
flops: 4 / 4 / 30.77
compound gates: 1 / 1 / 1.537
fa+ha+maj: 5 / 5 / 19.23
buf+inv: 5 / 12 / 9.231
simple gates: 6 / 6 / 9.231
other cells: 2 / 7 / 2.309
latches: 6 / 6 / 27.69
Power is estimated from default activity; no workload was simulated.
